==> /design/flow/design.v <==
module hc595
(
	input	wire		sys_clk,
	input	wire		sys_rst_n,
	input	wire [5:0]	sel,
	input	wire [7:0]	seg,
	output	reg		stcp,
	output	reg		shcp,
	output	wire	oe,
	output	reg		ds
);
reg [1:0]	cnt;
reg	[3:0]	cnt_bit;
wire [13:0]	data;
assign  data = {seg,sel};
assign  oe = ~sys_rst_n;
always@(posedge sys_clk or negedge sys_rst_n)
	if(sys_rst_n == 1'b0)
		cnt <= 2'b0;
	else if(cnt == 2'd3)
		cnt <= 2'd0;
	else
		cnt <= cnt +1'b1;
always@(posedge sys_clk or negedge sys_rst_n)
	if(sys_rst_n == 1'b0)
		cnt_bit <= 4'b0;
	else if(cnt_bit == 4'd13 && cnt == 2'd3)
		cnt_bit <= 4'd0;
	else if(cnt == 2'd3)
		cnt_bit <= cnt_bit + 1'b1;
	else
		cnt_bit <= cnt_bit;
always@(posedge sys_clk or negedge sys_rst_n)
	if(sys_rst_n == 1'b0)
		stcp <= 1'b0;
	else if(cnt == 2'd2)
		stcp <= 1'b1;
	else if(cnt == 4'd0)
		stcp <= 1'b1;
	else 
		stcp <= stcp;
always@(posedge sys_clk or negedge sys_rst_n)
	if(sys_rst_n == 1'b0)
		shcp <= 1'b0;
	else if(cnt_bit == 4'd13 && cnt == 2'd3)
		shcp <= 1'b1;
	else
		shcp <= 1'b0;
always@(posedge sys_clk or negedge sys_rst_n)
	if(sys_rst_n == 1'b0)
		ds <= 1'b0;
	else if(cnt == 2'd0)
		ds <= data[cnt_bit];
	else
		ds <= ds;
endmodule
==> /design/flow/run.sh <==
#!/bin/bash
# OpenROAD 26Q1-2900-gdf79404cd8, Yosys 0.63+post, stock flow scripts
make -C /OpenROAD-flow-scripts/flow DESIGN_CONFIG=/design/flow/config.mk WORK_HOME=/design/flow/orfs finish
==> /design/flow/config.mk <==
export PLATFORM = sky130hd
export DESIGN_NAME = hc595
export DESIGN_NICKNAME = hc595
export VERILOG_FILES = /design/flow/design.v
export SDC_FILE = /design/flow/constraint.sdc
export NUM_CORES = 4
export LEC_CHECK = 1
export CORE_AREA = 10 10 76 76
export DIE_AREA = 0 0 86 86
==> /design/flow/constraint.sdc <==
current_design hc595

set clk_period 3.1
set clk_io_pct 0.2

create_clock -name clk0 -period $clk_period [get_ports {sys_clk}]

set non_clock_inputs [all_inputs -no_clocks]
set_input_delay [expr $clk_period * $clk_io_pct] -clock clk0 $non_clock_inputs
set_output_delay [expr $clk_period * $clk_io_pct] -clock clk0 [all_outputs]
==> job_summary.md <==
## PnR job results

| Metric | Value |
|---|---|
| N_diodes | 0 |
| RSZ-0062 raised after global routing | no |
| Fin Setup TNS | 0 ps |
| First-pass iteration count of the detailed router | 4 |
| Synth top area cells | dfrtp_1 41%, ha_1 11%, mux4_1 9.7%, mux2_2 4.1%, mux4_2 4.1% |
| H-tree Lvls | 1 |
| Commonest cells in the netlist | 9 x dfrtp_1, 5 x ha_1, 5 x inv_1, 5 x nand2_1, 4 x nor2_1 |
| Detail Route Antenna Nets | 0 |
| # IOs | 20 |
| Clock buffer depth | 2 |
| Clock power frac | 0.467 |
| Ys cells | around 47 |
| Post-Synth Adder-Cell Area | 0.115 |
| Clock Skew | 3.38 ps |
| Late-Pin Clk Latency | roughly 230 ps |
| Combinational power share | 0.103 |
| Pwr/cell area | roughly 340 mW/mm² |
| Share of cells above drive strength 1 | 0.118 |
| Pre-CTS setup slack | roughly 620 ps |
| Asr flop ratio synth | 1.00 |
| Routed via count | around 400 |
| Die width | about 86 µm |
| End of the worst hold path | cnt[0] |
| Mux area share | 0.207 |
| Total leakage power | around 0.34 nW |
| Most frequent cell on the critical path | clkdlybuf4s50_1 |
| Register clock-pin slew on the reported worst setup and hold paths | about 40 ps |
| Synth warn | 1 |
| Status | finished, final reports clean |
| Aoi share | 0.0782 |
| Crit path cell chain | clkdlybuf4s50_1, inv_1, clkdlybuf4s50_1 |
| CTS resizes | 0 |
| WP data required | about 2500 ps |
| Core Footprint | approximately 0.0041 mm² |
| Chip Area, Yosys | roughly 540 µm² |
| Post-Route WL | about 1.3 mm |
| GRT overflow | 0 |
| Fmax | 410 MHz |
| Hold crit path type | register to register |
| Setup ws final | between 600 and 700 ps |
| Setup crit end kind | primary output |
| Residual DRC | 0 |
| Max incr delay on CP | 620 ps |
| Fin crit share | 0.788 |
| Max-cap viol count | 0 |
| Sw Share | 0.169 |
| Hold Crit Depth | 1 |
| Max VDD drop | between 0.1 and 0.15 mV |
| Yosys xor share | 0.0161 |
| Share of power burned in registers | 0.430 |
| R2R Path End | ds |
| P_int | between 0.2 and 0.25 mW |
| Distinct lib cells | 21 |
| Post-synth top area cell | dfrtp_1 |
| Post-Place Cells | roughly 110 |
| Area Overhead vs Synth | 52.0% |
| Port bufs | 19 |
| Cell family with most CP delay | buffers and inverters |
| Vias per cell | about 3.5 |
| Setup bufs post-CTS | 0 |
| Global Route Usage Sum | 0.0343 |
| FF-to-FF setup slack | about 1300 ps |
| Clock root cell | clkbuf_8 |
| Cells after Synth | 47 |
| Slew Limit Fails | 0 |
| CTS Buf Count | 3 |
| Area share, top type | 0.414 |
| DIE AREA | 0.00740 mm² |
| Initial Util | 0.132 |
| Die height | ~86 µm |
| Count leader, synth | dfrtp_1 |
| Cts hold-fix bufs | 0 |
| Area of the mapped netlist | approximately 540 µm² |
| Non-filler instance count after layout | ~120 |
| First-pass GRT wire length | approximately 2 mm |
| Min Clock Period, post-route | 2440 ps |
| DR WL/cell | around 11 µm |
| Rel. slew slack | 0.729 |
| Register share after synthesis | 0.414 |
| Iteration-0 DRC Markers | 36 |
| Clk sink count | 9 |
| Vias in the first global route | between 400 and 500 |
| Hold_ws | 451 ps |
| Syn_area_per_cell | around 12 µm² |
| Setup CP Type | primary input to primary output |
| Main synth FF type | dfrtp_1 |
| Slowest stage cell on the critical path | clkdlybuf4s50_1 |
| Slew @ Worst Pin | slightly above 400 ps |
| Initial antenna violation count | 0 |
| CTS tree | built |
| Comb area leader | multiplexers |
| CP bufs+invs | 3 |
| Dpl hpwl | ~1 mm |
| Switching power | 0.0468 mW |
| Startpoint types | primary input |
| Number of enable flip-flop cells | 0 |
| FILL cells | approximately 440 |
| Ys flops | 9 |
| Worst Hold Launch | cnt[0] |
| Comb area | between 200 and 300 µm² |
| Routability Congestion | approximately 0.77 |
| Largest net degree at the start of global routing | 11 |
| Std-Cell Rows | 23 |
| RR Startpoint | cnt_bit[0] |
| Max FO, Critical Path | 10 |
| FF/Latch Area | about 230 µm² |
| Worst reg2reg path depth | 4 |
| Simple share | 0.108 |
| CP arrival | roughly 1800 ps |
| Final setup viols | 0 |
| Number of hold violations in the final report | 0 |
| Tool warning count | 28 |
## stage by stage
stage,util,instance area [µm²],power [mW]
after floorplan,-,544,0.126
after global placement,0.190,782,0.150
after detailed placement,0.190,782,0.150
after CTS,0.201,827,0.284
after global routing,0.201,827,0.292
final,0.201,827,0.277
## sequential cells by signal, summed over array words and instances, names as in the netlist
signal,cells
shcp,1
stcp,1
cnt,2
ds,1
cnt_bit,4
## routing by layer
layer  wire length (µm)  up-vias  GRT usage
li1                   -      206          -
met1                542      185     0.0422
met2                496       21     0.0460
met3                218        0     0.0296
met4                  0        0    0.00299
met5                  0        -          0
## cell families (layout without fill, tap and decap cells)
logic type,Yosys count,after routing
compound gates,6,6
fa+ha+maj,5,5
simple gates,13,13
buf+inv,7,28
flops,9,9
xor+xnor,1,1
mux,6,6
## how the worst max path moves through the flow
stage     startpoint  to  slack, ps  cells after the start
4_1_cts    sys_rst_n  oe        630                      3
5_1_grt    sys_rst_n  oe        520                      3
6_report   sys_rst_n  oe        660                      3
## area by class of cell
type	count	area share
Timing Repair Buffer	19	0.230
Inverter	5	0.0227
Clock buffer	4	0.0545
Sequential cell	9	0.272
Multi-Input combinational cell	31	0.345
Tap cell	50	0.0756
## cells in the final DEF, fill, tap and decap left out, drive strengths merged
cell            n
nor2b           1
ha              5
nand2           5
a21oi           1
nand2b          1
a221oi          1
o21ai           2
nand4           1
a31oi           1
dfrtp           9
clkbuf          4
or3             1
nor2            4
xor2            1
o22ai           1
mux2            3
inv             5
clkdlybuf4s50  19
mux4            3
## power groups by stage
stage | Clock (mW) | Combinational [mW] | Sequential [mW]
CTS | 0.136 | 0.0293 | 0.119
global route | 0.142 | 0.0312 | 0.119
finish | 0.129 | 0.0287 | 0.119
Power figures rest on the tool's default switching activity, not on a simulated workload.
