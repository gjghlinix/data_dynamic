===== ./design.v =====
module bcd_8421
(
	input	wire		sys_clk,
	input	wire		sys_rst_n,
	input	wire [19:0]	data,
	output	reg	 [3:0]	unit,
	output	reg	 [3:0]	ten,
	output	reg	 [3:0]	hun,
	output	reg	 [3:0]	thou,
	output	reg	 [3:0]	t_thou,
	output	reg	 [3:0]	h_thou
);
reg [43:0] 	data_shift;
reg	[4:0]	cnt_shift;
reg			shift_flag;
always@(posedge sys_clk or negedge sys_rst_n)
	if(sys_rst_n == 1'b0)
		cnt_shift <= 5'd0;
	else if(cnt_shift == 5'd21 && shift_flag == 1'b1)
		cnt_shift <= 5'd0;
	else if(shift_flag == 1'b1)
		cnt_shift <= cnt_shift + 1'b1;
	else
		cnt_shift <= cnt_shift;
always@(posedge sys_clk or negedge sys_rst_n)
	if(sys_rst_n == 1'b0)
		shift_flag <= 1'b0;
	else 
		shift_flag <= ~shift_flag;
always@(posedge sys_clk or negedge sys_rst_n)
	if(sys_rst_n == 1'b0)
		data_shift <= 44'b0;
	else if(cnt_shift == 4'd0)
		data_shift <= {24'b0,data};
	else if((cnt_shift < 5'd21) && (shift_flag == 1'b0)) 
		begin
			data_shift[23:20] <= (data_shift[23:20] > 3'd4) ? (data_shift[23:20] + 2'd3) : data_shift[23:20];
			data_shift[27:21] <= (data_shift[27:21] > 3'd4) ? (data_shift[27:21] + 2'd3) : data_shift[27:21];
			data_shift[31:28] <= (data_shift[31:28] > 3'd4) ? (data_shift[31:28] + 2'd3) : data_shift[31:28];
			data_shift[35:32] <= (data_shift[35:32] > 3'd4) ? (data_shift[35:32] + 2'd3) : data_shift[35:32];
			data_shift[39:36] <= (data_shift[39:36] > 3'd4) ? (data_shift[39:36] + 2'd3) : data_shift[39:36];
			data_shift[43:40] <= (data_shift[43:40] > 3'd4) ? (data_shift[43:40] + 2'd3) : data_shift[43:40];
		end
	else if((cnt_shift < 5'd21) && (shift_flag == 1'b1)) 
		data_shift <= data_shift << 1'b1;
	else
		data_shift <= data_shift;
always@(posedge sys_clk or negedge sys_rst_n)
	if(sys_rst_n == 1'b0)
		begin
			unit   <= 4'b0;
			ten    <= 4'b0;
			hun    <= 4'b0;
			thou   <= 4'b0;
			t_thou <= 4'b0;
			h_thou <= 4'b0;
			unit   <= 4'b0;
			ten    <= 4'b0;
		end
	else if(cnt_shift == 5'd21)
		begin
			unit   <= data_shift[23:20];
			ten    <= data_shift[27:21];
			hun    <= data_shift[31:28];
			thou   <= data_shift[35:32];
			t_thou <= data_shift[39:36];
			h_thou <= data_shift[43:40];
		end
endmodule

===== ./run.sh =====
#!/bin/bash
# OpenROAD 26Q1-2900-gdf79404cd8, Yosys 0.63+post, stock flow scripts
make -C /OpenROAD-flow-scripts/flow DESIGN_CONFIG=/design/flow/config.mk WORK_HOME=/design/flow/orfs finish

===== ./config.mk =====
export PLATFORM = sky130hd
export DESIGN_NAME = bcd_8421
export DESIGN_NICKNAME = bcd_8421
export VERILOG_FILES = /design/flow/design.v
export SDC_FILE = /design/flow/constraint.sdc
export NUM_CORES = 4
export LEC_CHECK = 1
export CORE_UTILIZATION = 50

===== ./constraint.sdc =====
current_design bcd_8421

set clk_period 5.0
set clk_io_pct 0.2

create_clock -name clk0 -period $clk_period [get_ports {sys_clk}]

set non_clock_inputs [all_inputs -no_clocks]
set_input_delay [expr $clk_period * $clk_io_pct] -clock clk0 $non_clock_inputs
set_output_delay [expr $clk_period * $clk_io_pct] -clock clk0 [all_outputs]

==> qor.tcl <==
set qor(ys_seq_elements) 71
set qor(nFillCells) 608
set qor(power.leakage_nw) 1.88
set qor(post-synth-top-area-cell) {sky130_fd_sc_hd__dfrtp_1}
set qor(worst_setup_path_end_kind) {flip-flop}
set qor(status) {finished, final reports clean}
set qor(drive_gt1_frac) 0.0727
set qor(critical_path_cell_count) 7
set qor(worstPathBufferInverterCount) 2
set qor(final.setup_skew_ns) 0.00872
set qor(finalWeightedCongestion) 0.837
set qor(routedWlPerCell_um) 14.6
set qor(placeable_core_area_um2) 7330
set qor(crit_path_cell_trace) {inv_1 -> ha_1 -> nor4b_4 -> buf_4 -> nor2_2 -> a21oi_1 -> o22ai_1}
set qor(postRouteAntennaNets) 0
set qor(cp_max_fo) 37
set qor(grt_max_degree) 50
set qor(cts_hold_repair.buffers) 0
set qor(area_of_the_mapped_netlist_um2) 3820
set qor(leftover_overflow_at_the_end_of_global_routing) 0
set qor(critical_path_source_type) {flip-flop}
set qor(worst_ep_required_time_ns) 5.26
set qor(final_max_slew_viol_count) 0
set qor(setup_tns_ns) 0
set qor(num_antenna_cells) 0
set qor(cts-root-buf) {sky130_fd_sc_hd__clkbuf_8}
set qor(tightest_slew_ns) 0.853
set qor(dpl.hpwl_mm) 5.05
set qor(post_cts_setup_buffer_count) 0
set qor(worst_path_max_delay_cell) {sky130_fd_sc_hd__nor2_2}
set qor(dp_cells) 523
set qor(drc) 0
set qor(chip_footprint_um2) 7990
set qor(floorplanUtilization) 0.521
set qor(worst_setup_hold_path_clk_slew_ns) 0.08
set qor(place_area_um2) 4250
set qor(r2r_cells) 7
set qor(yosysSeqAreaShare) 0.466
set qor(rsz0062_at_grt) {false}
set qor(firstDrtPassIters) 4
set qor(area_leaders) {sky130_fd_sc_hd__dfrtp_1, sky130_fd_sc_hd__o21ai_1, sky130_fd_sc_hd__mux2i_1, sky130_fd_sc_hd__nand2_1, sky130_fd_sc_hd__ha_1}
set qor(timing.final.hold_violations) 0
set qor(drt-vias-per-instance) 5.69
set qor(cts_num_sinks) 71
set qor(worst_hold_path.num_cells) 2
set qor(cap_violations) 0
set qor(stage_log_warnings) 32
set qor(vias) 3066
set qor(final.min_clock_period_ns) 2.32
set qor(max_freq_ghz) 0.430
set qor(fp.dieH_um) 89.4
set qor(mostFrequentLayoutCells) {sky130_fd_sc_hd__dfrtp_1, sky130_fd_sc_hd__nand2_1, sky130_fd_sc_hd__o21ai_1}
set qor(synth_top_flop_cell) {sky130_fd_sc_hd__dfrtp_1}
set qor(final_common_cell) {sky130_fd_sc_hd__dfrtp_1}
set qor(cell_count_after_synthesis) 401
set qor(cts-buffers-inserted) 9
set qor(critical-path-top-delay-family) {simple AND/OR/NAND/NOR gates}
set qor(synth-async-reset-ratio) 1.00
set qor(cts_max_level) 3
set qor(ios) 46
set qor(critPathMaxStageDelay_ns) 0.72
set qor(gr-usage-all-layers) 0.222
set qor(numPortBuffers) 45
set qor(die_x_um) 89.4
set qor(grt_pass1_wl_mm) 13.4
set qor(synth.avg_cell_area_um2) 9.52
set qor(holdCritPathClass) {flip-flop to flip-flop}
set qor(routed_wirelength_mm) 7.87
set qor(rows) 31
set qor(layout.cell_area.non_filler_um2) 4480
set qor(tritoncts) {yes}
set qor(synthesis_to_layout_area_growth_pct) 17.3
set qor(post_cts.resized_instances) 0
set qor(worst_ir_drop_vdd_uv) 173
set qor(critical_path_class) {flip-flop to flip-flop}
set qor(power_per_cell_area_nw_per_um2) 312
set qor(ys_types) 46
set qor(synth_stat.cells) 401
set qor(antenna_found_initial) 0
set qor(data_arrival_time_of_the_critical_path_ns) 2.58
set qor(synth_warnings) 1
set qor(clk_latency_ns) 0.34
set qor(headroom_to_the_max_slew_limit) 0.431
set qor(synth_largest_type_area_fraction) 0.466
set qor(yosys-stat-area_um2) 3820
set qor(detail_route.iter0.violations) 117
set qor(setup-violations-final) 0
set qor(enable_flop_cells) 0
set qor(final-instance-count-excl-fill) 539
set qor(via_count_of_the_first_global_routing_pass) 2784
set qor(cts_max_path_bufs) 2
set qor(finalCritPeriodShare) 0.465
==> Yosys cell counts, drive strengths merged, types with 2 or more instances <==
| library cell | number |
|---|---|
| a21oi | 11 |
| a22o | 3 |
| a22oi | 6 |
| a311oi | 2 |
| a31oi | 3 |
| and3 | 3 |
| buf | 19 |
| clkbuf | 10 |
| dfrtp | 71 |
| ha | 12 |
| inv | 15 |
| mux2 | 6 |
| mux2i | 25 |
| nand2 | 54 |
| nand2b | 4 |
| nand3 | 8 |
| nand4 | 2 |
| nor2 | 19 |
| nor2b | 2 |
| nor3 | 4 |
| nor4 | 2 |
| o2111ai | 3 |
| o211ai | 5 |
| o21a | 3 |
| o21ai | 80 |
| o22ai | 4 |
| o2bb2ai | 10 |
| or3 | 2 |
==> registers in the layout, indices dropped and copies added, names as in the netlist <==
| register | cells |
|---|---|
| cnt_shift | 5 |
| data_shift | 44 |
| h_thou | 4 |
| hun | 4 |
| shift_flag | 1 |
| t_thou | 4 |
| ten | 2 |
| thou | 4 |
| unit | 3 |
==> report_power, final <==
part / switching (mW) / internal [mW] / leakage (nW)
Clock: 0.217 / 0.293 / 0.116
Sequential: 0.0387 / 0.644 / 0.913
Combinational: 0.0457 / 0.157 / 0.850
Total: 0.301 / 1.09 / 1.88
==> kinds of logic after synthesis <==
logic type      Yosys count  synth area share
compound gates          137             0.216
simple gates            106             0.132
flops                    71             0.466
buf+inv                  44            0.0630
mux                      31            0.0833
fa+ha+maj                12            0.0393
==> layout make-up <==
cell class	instances	area, um^2	share of cell area
repair buffers	52	498	0.111
well taps	99	124	0.0277
inverters	15	56.3	0.0126
flip-flops and latches	71	1780	0.397
multi-input cells	286	1800	0.402
clock inverters	6	83.8	0.0187
clock buffers	10	138	0.0308
==> metrics by stage <==
step | worst slack [ns] | hold slack, ns | total power, mW | utilization
floorplan | 3.26 | 0.421 | 0.737 | -
global placement | 2.74 | 0.459 | 0.899 | 0.580
detailed placement | 2.71 | 0.461 | 0.902 | 0.580
CTS | 2.69 | 0.479 | 1.41 | 0.611
global route | 2.50 | 0.501 | 1.48 | 0.611
finish | 2.68 | 0.474 | 1.39 | 0.611
==> metal layers <==
metal	vias up	share of wire	track usage
met4	0	0.013	0.0303
met5	-	0	0
met2	90	0.42	0.337
li1	1514	-	-
met1	1453	0.51	0.359
met3	9	0.050	0.0375
==> final timing paths <==
check	start	to	slack, ns
max in group asynchronous	sys_rst_n	data_shift[20]	3.36
hold reg to reg	ten[3]	ten[3]	0.47
min in group asynchronous	sys_rst_n	cnt_shift[2]	0.62
setup reg to reg	cnt_shift[0]	data_shift[23]	2.68
hold / removal	ten[3]	ten[3]	0.47
setup / recovery	cnt_shift[0]	data_shift[23]	2.68
==> worst reg2reg max path, delay by kind of cell (launching register included) <==
family / cells / cell delay (ns)
DFF: 1 / 0.44
adders and majority gates: 1 / 0.22
and+or+nand+nor: 2 / 0.87
buffers and inverters: 2 / 0.39
AOI/OAI and AO/OA: 2 / 0.31
Power is estimated from default activity; no workload was simulated.
