## /design/flow/run.sh

```bash
#!/bin/bash
# OpenROAD 26Q1-2900-gdf79404cd8, Yosys 0.63+post, stock flow scripts
make -C /OpenROAD-flow-scripts/flow DESIGN_CONFIG=/design/flow/config.mk WORK_HOME=/design/flow/orfs finish
```

## /design/flow/config.mk

```make
export PLATFORM = sky130hd
export DESIGN_NAME = data_gen
export DESIGN_NICKNAME = data_gen
export VERILOG_FILES = /design/flow/design.v
export SDC_FILE = /design/flow/constraint.sdc
export NUM_CORES = 4
export LEC_CHECK = 1
export CORE_UTILIZATION = 50
```

## /design/flow/constraint.sdc

```tcl
current_design data_gen

set clk_period 3.2
set clk_io_pct 0.2

create_clock -name clk0 -period $clk_period [get_ports {sys_clk}]

set non_clock_inputs [all_inputs -no_clocks]
set_input_delay [expr $clk_period * $clk_io_pct] -clock clk0 $non_clock_inputs
set_output_delay [expr $clk_period * $clk_io_pct] -clock clk0 [all_outputs]
```

## /design/flow/design.v

```verilog
module data_gen
(
	inout	wire	sys_clk,
	input	wire	sys_rst_n,
	output	reg	[19:0]	data,
	output	reg	[5:0]	point,
	output	reg			sign,
	output	reg			seg_en
);
reg	[22:0]	cnt_100ms;
reg 		cnt_flag;
always@(posedge sys_clk or negedge sys_rst_n )
	if(sys_rst_n == 1'b0)
		cnt_100ms <= 23'd0;
	else if(cnt_100ms == 23'd4999_999)
		cnt_100ms <= 23'd0;
	else 
		cnt_100ms <= cnt_100ms + 1'b1;
always@(posedge sys_clk or negedge sys_rst_n )
	if(sys_rst_n == 1'b0)
		cnt_flag <= 1'b0;
	else if(cnt_100ms == 23'd4999_998)
		cnt_flag <= 1'b1;
	else
		cnt_flag <= 1'b0;
always@(posedge sys_clk or negedge sys_rst_n )
	if(sys_rst_n == 1'b0)
		point <= 6'b000000;
	else
		point <= 6'b111111;
always@(posedge sys_clk or negedge sys_rst_n )
	if(sys_rst_n == 1'b0)
		seg_en <= 1'b0;
	else 
		seg_en <= 1'b1;
always@(posedge sys_clk or negedge sys_rst_n )
	if(sys_rst_n == 1'b0)
		sign <= 1'b0;
	else 
		sign <= 1'b0;
always@(posedge sys_clk or negedge sys_rst_n )
	if(sys_rst_n == 1'b0)
		data <= 20'd0;
	else if(cnt_flag == 1'b1)
		data <= data + 1'b1;
	else if(data <= 20'd999998)
		data <= 20'd0;
	else
		data <= data;
endmodule
```

==> results.cfg <==
; flow metrics
[run_status]
outcome = finished, final reports clean

[logic_synthesis]
ys_seq_frac = 0.462
synthCells = 242
async_reset_ff_frac = 1.00
synth_cell_types = 45
synth_warnings = 1
yosysChipArea_mm2 = 0.00244
synth_area_mm2 = 0.00244
yosysCellCount = 242
edf_count = 0
syn_area_per_cell_um2 = 10.1
synth_flops = 45
ff_type = dfrtp_1

[global_routing]
antenna_found_initial = 0
use_met2 = 0.335
grt_start_max_net_pins = 24
grt_pass1_wl_mm = 8.15
grt_pass1_vias = 1733
use_met3 = 0.0243
track_usage = 0.206
grtUsageMet1 = 0.319
busiest_layer = met2
grt-ovfl-total = 0

[cells_and_area]
final_util = 0.598
regArea_mm2 = 0.00113
instances_no_fill = 323
logic_area_mm2 = 0.00119
syn_to_final_growth_pct = 15.2
drive_gt1_frac = 0.152
num-fill-cells = 413

[min_path]
hp-class = in2async

[timing]
hold_viol_final = 0
finalClockSkew_ns = 0.00594
finalCritPeriodShare = 0.732
fmax_mhz = 427
setup_violations = 0
min_period_ns = 2.34
tightestPinTransition_ns = 0.790
rsz0062_at_grt = no
tns_ns = 0
drv_slew = 0
relSlewSlack = 0.469
unconstrained_endpoints = 1
timing.final.ws_setup_ns = 0.859

[die]
core_mm2 = 0.00469
rows = 25
die_w_um = 71.8
ioPinCount = 30
initial_core_util = 0.519
chipHeight_um = 71.8
dieArea_mm2 = 0.00516

[run]
maxCapViolCount = 0
warning_count = 29

[power]
seq_power_share = 0.616
swShare = 0.212
p_total_mw = 0.924
power_frac_clock = 0.363
pwr-share-comb = 0.021
power_density_mw_per_mm2 = 330
p_int_mw = 0.728
ir_drop_mv = 0.222
p_leak_nw = 1.28
switchingPower_mw = 0.196

[worst_setup_path]
cp.required_ns = 3.38
cp_slowest_cell = or4_4
critical_path_class = reg2reg
endpoint_kind = flip-flop
cpPeakStageDelay_ns = 0.58
cp_max_fo = 9
path_cells = or4_4, a221o_2, a21oi_2, a211oi_4, buf_4, a221o_2
crit_path_start_kind = flip-flop
cp.arrival_ns = 2.52
cpMostUsedCell = a221o_2

[drt]
n_antenna_cell = 0
wl_mm = 4.65
via_per_inst = 5.55
route.detailed.drc = 0
vias = 1794
drt_iter0_markers = 134
ant_nets = 0
routedWlPerCell_um = 14.4
first_pass_iters = 4

[placed_design]
gp_congestion = 0.787
dp.cells = 315
dp_hpwl_mm = 3.34
portBuffers = 28
place_ws_ns = 0.860

[clock_tree]
htreeDepth = 2
clock_latency_ns = 0.29
cts_buffer_depth = 2
root_buffer = clkbuf_8
cts_hold_buf = 0
cts_tree = built
postCtsSetupRepairBufs = 0
path_clk_slew_ns = 0.08
clock_sinks = 45
cts_buffers = 5
ctsResizeCount = 0
[cells by family (layout without fill, tap and decap cells)]
| family | count (synthesis) | in the layout | synth area share |
|---|---|---|---|
| AND-OR/OR-AND | 30 | 30 | 0.112 |
| XOR/XNOR | 25 | 25 | 0.0899 |
| adder cells (fa/ha/maj) | 4 | 4 | 0.0205 |
| buffers and inverters | 21 | 48 | 0.0493 |
| flip-flops | 45 | 45 | 0.462 |
| multiplexers | 1 | 1 | 0.00462 |
| other | 2 | 2 | 0.00308 |
| AND/OR/NAND/NOR | 114 | 114 | 0.258 |
[final cells by class]
class | instances | share of cell area
Clock buffer | 6 | 0.0259
Timing Repair Buffer | 33 | 0.112
Inverter | 7 | 0.00937
Clock inverter | 2 | 0.00357
Tap cell | 54 | 0.0241
Sequential cell | 45 | 0.401
Multi-Input combinational cell | 176 | 0.424
[layer usage]
layer / routed length (µm) / vias to the layer above
met5: 0 / -
met4: 25 / 0
met3: 110 / 2
met2: 2270 / 21
met1: 2250 / 857
li1: - / 914
[cell usage in the layout, fill, tap and decap left out, types with 2 or more instances in the layout]
cell type,synthesis,routed
conb_1,2,2
and3_1,9,9
a211o_2,6,6
nand3_1,16,16
and2_1,2,2
clkdlybuf4s50_1,0,27
nand4_1,13,13
nand2_1,21,21
dfrtp_1,45,45
xor2_1,12,12
ha_1,4,4
clkbuf_8,0,5
nor3_1,13,13
clkinv_2,0,2
buf_4,7,5
or3_1,2,2
nor2_1,17,17
nand3b_1,2,2
and4_1,3,3
inv_1,7,7
or4b_2,2,2
nor4_1,6,6
o21ai_0,6,6
a21o_2,6,6
xnor2_1,13,13
a221o_2,3,3
[cell usage after synthesis, types with 2 or more instances]
master	count	area share
dfrtp_1	45	0.46
nand2_1	21	0.032
nor2_1	17	0.026
nand3_1	16	0.033
nand4_1	13	0.033
nor3_1	13	0.027
xnor2_1	13	0.047
xor2_1	12	0.043
and3_1	9	0.023
buf_4	7	0.022
inv_1	7	0.011
a211o_2	6	0.025
a21o_2	6	0.022
nor4_1	6	0.015
o21ai_0	6	0.012
clkbuf_1	4	0.0062
ha_1	4	0.021
a221o_2	3	0.014
and4_1	3	0.011
and2_1	2	0.0051
conb_1	2	0.0031
nand3b_1	2	0.0062
or3_1	2	0.0051
or4b_2	2	0.0082
[critical path: cells and delay by family (launching register included)]
kind | cells | cell delay, ns
AND-OR/OR-AND | 4 | 1.00
AND/OR/NAND/NOR | 1 | 0.58
flip-flops | 1 | 0.46
buffers and inverters | 1 | 0.18
[flip-flops by register name, indices dropped and copies added (netlist names)]
| register | flops |
|---|---|
| data | 20 |
| cnt_flag | 1 |
| cnt_100ms | 23 |
| point | 1 |
[power by group through the flow]
| stage | clock [mW] | combinational, mW | sequential (mW) |
|---|---|---|---|
| 6_report | 0.335 | 0.0197 | 0.570 |
| 5_1_grt | 0.374 | 0.0232 | 0.570 |
| 4_1_cts | 0.351 | 0.0209 | 0.570 |
[path summary, 6_finish.rpt]
path	from	endpoint	slack, ns	cells after the start
worst min register to register	cnt_100ms[21]$_DFF_PN0_	cnt_100ms[21]$_DFF_PN0_	0.50	1
worst max-delay path	data[13]$_DFFE_PN0P_	data[12]$_DFFE_PN0P_	0.86	6
max in group asynchronous	sys_rst_n	cnt_100ms[9]$_DFF_PN0_	2.18	2
worst min-delay path	sys_rst_n	data[5]$_DFFE_PN0P_	0.33	1
min in group clk0	cnt_100ms[21]$_DFF_PN0_	cnt_100ms[21]$_DFF_PN0_	0.50	1
worst max register to register	data[13]$_DFFE_PN0P_	data[12]$_DFFE_PN0P_	0.86	6
[through the flow]
stage	hold WS (ns)	cell area, µm²
floorplan	0.344	2440
global placement	0.485	2720
detailed placement	0.497	2720
CTS	0.338	2810
global route	0.364	2810
finish	0.328	2810
Power is estimated from default activity; no workload was simulated.
